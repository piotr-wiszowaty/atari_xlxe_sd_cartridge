`flow/design.v`:
```
`timescale 1ns / 1ps
module main(
    input cart_fi2,
    output cart_fi2_copy,
    input fi2,
    input cart_s4,
    input cart_s5,
    input cart_rw,
    input cart_cctl,
    output reg cart_rd4 = 1,
    output reg cart_rd5 = 1,
    input [12:0] cart_addr,
    inout [7:0] cart_data,
    output ram_oe,
    output ram_we,
    output [14:0] ram_addr,
    inout [7:0] ram_data,
    input clk,
    inout [7:0] uc_data,
    output reg uc_ack = 0,
    input uc_read,
    input uc_write,
    input set_addr_lo,
    input set_addr_hi,
    input strobe_addr,
    output aux0,
    input aux1,
    input cart_write_enable,
    output dbg0,
    output dbg1);
wire cart_select;
wire cart_ram_select;
wire cart_d5_select;
wire cart_d5ef_select;
wire fi2_falling;
wire fi2_rising;
reg state_cart_write = 0;
reg state_cart_read = 0;
reg state_uc_write = 0;
reg state_uc_read = 0;
reg [1:0] phase = 2'b01;
reg [1:0] fi2_r = 2'b00;
reg s4_r = 1;
reg s5_r = 1;
reg rw_r = 1;
reg cctl_r = 1;
reg rd4_r = 1;
reg rd5_r = 1;
reg [7:0] cart_out_data_latch;
reg [14:0] uc_addr = 0;
reg [7:0] uc_out_data_latch = 0;
reg [13:0] read_address = 0;
assign cart_fi2_copy = cart_fi2 ^ aux1;
assign fi2_falling = fi2_r[1] & ~fi2_r[0];
assign fi2_rising = ~fi2_r[1] & fi2_r[0];
assign cart_ram_select = s4_r ^ s5_r;
assign cart_d5_select = ~cctl_r & (cart_addr[7:3] == 5'b11101);  		 
assign cart_d5ef_select = cart_d5_select & cart_addr[2:0] == 3'b111;
assign cart_select = cart_ram_select | cart_d5_select;
assign cart_data = (cart_select & cart_rw & cart_fi2) ? cart_out_data_latch : 8'hzz;
assign ram_addr = (state_cart_read & cart_d5ef_select) ? {1'b1, read_address} :
	              (state_cart_write | state_cart_read) ? {cctl_r, s4_r, cart_addr} :
                  uc_addr;
assign ram_data = state_cart_write ? cart_data :
                  state_uc_write ? uc_data :
                  8'hzz;
assign uc_data = uc_read ? uc_out_data_latch : 8'hzz;
always @(posedge strobe_addr) begin
    if (set_addr_lo)
        uc_addr[7:0] <= uc_data;
    else if (set_addr_hi)
        uc_addr[14:8] <= uc_data[6:0];
    else
        uc_addr <= uc_addr + 1;
end
always @(posedge fi2) begin
    s4_r <= cart_s4;
    s5_r <= cart_s5;
    rw_r <= cart_rw;
    cctl_r <= cart_cctl;
end
always @(posedge clk) begin
    fi2_r <= {fi2_r[0], fi2};
    if (state_cart_write | state_cart_read | state_uc_write | state_uc_read)
        case (phase)
            2'b01: phase <= 2'b11;
            2'b11: phase <= 2'b10;
            2'b10: phase <= 2'b00;
            2'b00: phase <= 2'b01;
        endcase
    case ({state_cart_write, state_cart_read, state_uc_write, state_uc_read})
        4'b0000:
            if (fi2_rising & ~rw_r & (cart_d5_select | (cart_ram_select & cart_write_enable)))
                state_cart_write <= 1;
            else if (fi2_rising & rw_r & cart_select)
                state_cart_read <= 1;
            else if (fi2_falling & uc_write & ~uc_ack)
                state_uc_write <= 1;
            else if (fi2_falling & uc_read & ~uc_ack)
                state_uc_read <= 1;
        4'b1000:
            if (phase == 2'b00)
                state_cart_write <= 0;
        4'b0100:
            if (phase == 2'b00)
                state_cart_read <= 0;
        4'b0010:
            if (phase == 2'b00)
                state_uc_write <= 0;
        4'b0001:
            if (phase == 2'b00)
                state_uc_read <= 0;
    endcase
    if (state_cart_read & phase == 2'b10)
        cart_out_data_latch <= ram_data;
    if (cart_d5_select & state_cart_write & phase[1] & cart_addr[2:0] == 3'b111)
        {rd5_r, rd4_r} <= cart_data[7:6];
    if (state_uc_read & phase == 2'b10)
        uc_out_data_latch <= ram_data;
    if ((state_uc_write | state_uc_read) & phase == 2'b00)
        uc_ack <= 1;
    else if (~uc_write & ~uc_read)
        uc_ack <= 0;
    if (fi2_rising & ~cart_select)
        {cart_rd5, cart_rd4} <= {rd5_r, rd4_r};
	if (state_cart_read & cart_d5ef_select & phase == 2'b00)
		read_address <= read_address + 1;
	else if (state_cart_write & cart_d5ef_select & phase == 2'b00)
		read_address <= {cart_data[4:0], 9'b0};
end
assign ram_oe = ~(state_cart_read | state_uc_read);
assign ram_we = ~((state_cart_write | state_uc_write) & phase[1]);
assign dbg0 = state_uc_read;
assign dbg1 = ram_oe;
assign aux0 = 1;
endmodule
```
`flow/run.sh`:
```
#!/bin/bash
# OpenROAD 26Q1-2900-gdf79404cd8, Yosys 0.63+post, stock flow scripts
make -C /OpenROAD-flow-scripts/flow DESIGN_CONFIG=/design/flow/config.mk WORK_HOME=/design/flow/orfs finish
```
`flow/config.mk`:
```
export PLATFORM = sky130hd
export DESIGN_NAME = main
export DESIGN_NICKNAME = main
export VERILOG_FILES = /design/flow/design.v
export SDC_FILE = /design/flow/constraint.sdc
export NUM_CORES = 4
export LEC_CHECK = 1
export CORE_UTILIZATION = 30
```
`flow/constraint.sdc`:
```
current_design main

set clk_period 3.2
set clk_io_pct 0.2

create_clock -name clk0 -period $clk_period [get_ports {clk}]
create_clock -name clk1 -period $clk_period [get_ports {fi2}]
create_clock -name clk2 -period $clk_period [get_ports {strobe_addr}]

set non_clock_inputs [all_inputs -no_clocks]
set_input_delay [expr $clk_period * $clk_io_pct] -clock clk0 $non_clock_inputs
set_output_delay [expr $clk_period * $clk_io_pct] -clock clk0 [all_outputs]
```
==> impl_metrics.csv <==
group,metric,value,unit
logic_synthesis,enable_flop_cells,55,
clocking,postCtsResizedCells,1,
logic_synthesis,area_leaders,"edfxtp_1 (50%), xor2_1 (5.1%), dfxtp_1 (4.3%)",
logic_synthesis,yosys.area.top_type,"edfxtp_1",
logic_synthesis,yosysUniqueCellTypes,46,
logic_synthesis,postSynthSeqShare,0.5464,
floorplanning,fp_util,0.3134,
logic_synthesis,avgSynthCellArea,10.86,µm²
logic_synthesis,top_cell_area_share,0.5036,
clocking,cts_setup_buffers,0,
logic_synthesis,ys_async_sr_fraction,0,
floorplanning,die_h,106.6,µm
placed_design,pre_cts_ws,0.003505,ns
placed_design,gp_congestion,0.9066,
placed_design,io_buffers,47,
logic_synthesis,synth_area,3279,µm²
status,lastStage,"clock tree synthesis",
logic_synthesis,synth_chip_area,3279,µm²
clocking,hold_buffers,0,
floorplanning,die_w,106.6,µm
logic_synthesis,synth_top_flop_cell,"edfxtp_1",
logic_synthesis,synth_warnings,4,
logic_synthesis,ys_cells,302,
placed_design,post-dp-hpwl,6.258,mm
floorplanning,rows,37,
status,error,"[error] [KeplerFormal.cpp:679] Workflow failed: Iso has multiple drivers: .cart_data1, cart_data[1]$_DFFE_PP_.Q0",
logic_synthesis,syn_inst,302,
floorplanning,io_pins,75,
status,outcome,"aborted with a tool error",
logic_synthesis,synth-seq-cells,62,
[Yosys cell counts, types with 2 or more instances]
library cell,count
buf_6,2
a21oi_2,5
nand4b_1,2
o21ai_0,14
edfxtp_1,55
buf_4,2
nand3_1,11
nand4_1,11
o21ai_1,13
nand3b_1,4
and3_1,5
nor3b_1,2
inv_1,5
xor2_1,19
nor3_1,4
nor2_1,33
and2_1,3
mux2i_1,6
mux2_2,10
o22ai_1,2
and4_1,3
xnor2_1,6
buf_2,4
dfxtp_1,7
nand2_1,36
a21oi_1,7
ha_1,2
a311o_1,2
clkbuf_1,10
[cell families after synthesis]
family,Yosys count,synth area share
compound gates,48,0.09081
flops,62,0.5464
buf+inv,23,0.03472
mux,16,0.05265
other cells,1,0.001144
xor+xnor,25,0.06677
simple gates,125,0.1999
fa+ha+maj,2,0.007629
[stage by stage]
| stage | area (µm²) | total power, W | instances |
|---|---|---|---|
| floorplan | 3279 | 0.001028 | 302 |
| global placement | 3930 | 0.001124 | 481 |
| detailed placement | 3930 | 0.001125 | 481 |
Power figures rest on the tool's default switching activity, not on a simulated workload.
